`config.mk`:
```
export PLATFORM = sky130hd
export DESIGN_NAME = spi_rx
export DESIGN_NICKNAME = spi_rx
export VERILOG_FILES = /design/flow/design.v
export SDC_FILE = /design/flow/constraint.sdc
export NUM_CORES = 4
export LEC_CHECK = 1
export CORE_AREA = 10 10 94 94
export DIE_AREA = 0 0 104 104
```
`constraint.sdc`:
```
current_design spi_rx

set clk_period 3.5
set clk_io_pct 0.2

create_clock -name clk0 -period $clk_period [get_ports {clk}]

set non_clock_inputs [all_inputs -no_clocks]
set_input_delay [expr $clk_period * $clk_io_pct] -clock clk0 $non_clock_inputs
set_output_delay [expr $clk_period * $clk_io_pct] -clock clk0 [all_outputs]
```
`design.v`:
```
`timescale 1ns / 1ps
module spi_rx (
    input clk,           
    input reset_n,       
    input sck,           
    input cs_n,          
    input mosi,          
    output [7:0] rx_data, 
    output rx_valid       
);
    localparam IDLE  = 2'b00;
    localparam RX    = 2'b01;
    localparam DONE  = 2'b10;
    reg [1:0] state;          
    reg [2:0] bit_count;      
    reg [7:0] shift_reg;      
    reg [7:0] rx_data_r;  
    reg rx_valid_r;    
    reg sck_sync1, sck_sync2;
    reg cs_sync1, cs_sync2;
    always @(posedge clk or negedge reset_n) begin
        if (!reset_n) begin
            sck_sync1 <= 1'b0;
            sck_sync2 <= 1'b0;
            cs_sync1  <= 1'b1;
            cs_sync2  <= 1'b1;
        end else begin
            sck_sync1 <= sck;
            sck_sync2 <= sck_sync1;
            cs_sync1  <= cs_n;
            cs_sync2  <= cs_sync1;
        end
    end
    wire sck_rising = (sck_sync2 == 0) && (sck_sync1 == 1);
    wire cs_active = (cs_sync2 == 0);   
    always @(posedge clk or negedge reset_n) begin
        if (!reset_n) begin
            state      <= IDLE;
            bit_count  <= 3'b0;
            shift_reg  <= 8'b0;
            rx_data_r    <= 8'b0;
            rx_valid_r   <= 1'b0;
        end else begin
            rx_valid_r <= 1'b0;   
            case (state)
                IDLE: begin
                    if (cs_active && sck_rising) begin
                        state <= RX;
                        shift_reg <= {shift_reg[6:0], mosi};   
                        bit_count <= bit_count + 1;
                    end
                end
                RX: begin
                    if (sck_rising) begin
                        shift_reg <= {shift_reg[6:0], mosi};   
                        bit_count <= bit_count + 1;
                        if (bit_count == 3'b111) begin   
                            state <= DONE;
                            rx_data_r <= {shift_reg[6:0], mosi};   
                            rx_valid_r <= 1'b1;
                        end
                    end
                    if (!cs_active) begin   
                        state <= IDLE;
                    end
                end
                DONE: begin
                    state <= IDLE;
                end
            endcase
        end
    end
    assign rx_data = rx_data_r;
    assign rx_valid = rx_valid_r;
endmodule
```
`run.sh`:
```
#!/bin/bash
# OpenROAD 26Q1-2900-gdf79404cd8, Yosys 0.63+post, stock flow scripts
make -C /OpenROAD-flow-scripts/flow DESIGN_CONFIG=/design/flow/config.mk WORK_HOME=/design/flow/orfs finish
```
==> impl_metrics.env <==
# physical design summary
export IMPL_p_int_uw=464
export IMPL_skew_ps=6.13
export IMPL_io_pins=14
export IMPL_rrSetupSlack_ps=1940
export IMPL_finalClockPeriodUsage_pct=51.4
export IMPL_gp_congestion=0.679
export IMPL_cap_violations=0
export IMPL_synth_area_per_cell_sq_um=16.8
export IMPL_io_buffers=13
export IMPL_grt_max_degree=27
export IMPL_synth_area_sq_um=1010
export IMPL_worst_setup_path_end_kind="output pin"
export IMPL_grt_ovfl_total=0
export IMPL_grt_setup_unrepaired="false"
export IMPL_ys_types=17
export IMPL_cts_repair_resized=0
export IMPL_post_place_ws_ps=1960
export IMPL_antenna_found_initial=0
export IMPL_clkPwrFrac_pct=42.8
export IMPL_fillCellCount=744
export IMPL_wl_um=1650
export IMPL_fp_dieH_um=104
export IMPL_drc=0
export IMPL_report_final_hold_viol_count=0
export IMPL_first_pass_iters=4
export IMPL_vias_per_cell=3.09
export IMPL_clk_path_buf_depth=2
export IMPL_final_cell_mix="23 x dfrtp_1, 13 x clkdlybuf4s50_1, 9 x mux2_4, 5 x mux2_2"
export IMPL_post_cts_buffers=0
export IMPL_cpLargestDelayFamily="buffers and inverters"
export IMPL_htree_num_levels=1
export IMPL_holdPathStages=0
export IMPL_grt_pass1_wl_um=3120
export IMPL_crit_type="reg2out"
export IMPL_ys_ff=26
export IMPL_setup_tns_ps=0
export IMPL_lay_top_count="dfrtp_1"
export IMPL_ys_cells=60
export IMPL_p_leak_nw=0.597
export IMPL_finalWorstSetupSlack_ps=1700
export IMPL_warnings=25
export IMPL_grt_pass1_vias=594
export IMPL_numCtsBuffers=3
export IMPL_reg2reg_from="state[0]$_DFF_PN1_"
export IMPL_cts_root_buf="clkbuf_8"
export IMPL_power_switching_uw=97.3
export IMPL_status="completed"
export IMPL_slowest_delay_ps=470
export IMPL_crit_chain="clkdlybuf4s50_1"
export IMPL_tritoncts="yes"
export IMPL_cts_num_sinks=26
export IMPL_hp_start="cs_sync1$_DFF_PN1_"
export IMPL_ir_drop_v=0.000227
export IMPL_r2r_cells=3
export IMPL_switching_share_pct=17.3
export IMPL_syn_instance_count=60
export IMPL_setup_viol=0
export IMPL_ys_area_sq_um=1010
export IMPL_dieArea_sq_um=10800
export IMPL_ys_seq_share_pct=65.0
export IMPL_critPathMaxFanout=2
export IMPL_r2r_end="bit_count[2]$_DFFE_PN0P_"
export IMPL_hp_class="reg2reg"
export IMPL_cts_clk_slew_worst_paths_ps=90
export IMPL_drtAntennaViolNets=0
export IMPL_fp_util_pct=14.7
export IMPL_critPathLaunchType="register"
export IMPL_path_buffers=1
export IMPL_critPathArrivalTime_ps=1100
export IMPL_drive_gt1_share_pct=30.8
export IMPL_cts_hold_buf=0
export IMPL_combPwrFrac_pct=2.6
export IMPL_instances_no_fill=174
export IMPL_p_seq_share_pct=54.6
export IMPL_grt_usage_pct=3.42
export IMPL_vias=538
export IMPL_drt_iter0_drc=7
export IMPL_final_max_slew_viol_count=0
export IMPL_hpwl_um=1210
export IMPL_powerDensity_nw_per_um2=420
export IMPL_row_count=30
export IMPL_dp_cells=170
export IMPL_die_x_um=104
export IMPL_largest_reg_flops=8
export IMPL_core_sq_um=6830
export IMPL_holdPathEnd="cs_sync2$_DFF_PN1_"
export IMPL_num_antenna_cells=0
export IMPL_fin_crit_ps=1800
export IMPL_syn2layout_area_growth_pct=32.7
export IMPL_design_power_total_uw=561
export IMPL_maxSlewHeadroom_pct=66.9
export IMPL_max_freq_mhz=556
export IMPL_finalHoldWorstSlack_ps=351
export IMPL_wl_per_cell_um=9.49
export IMPL_yosys_warnings=1
export IMPL_insertion_delay_ps=270
export IMPL_tightest_slew_ps=496
export IMPL_required_ps=2800
export IMPL_slowest_stage="clkdlybuf4s50_1"
Yosys cell counts:
master / n / share of area, %
a21oi_1: 1 / 0.50
a21oi_4: 1 / 1.6
a22oi_1: 1 / 0.75
dfrtp_1: 23 / 57
dfstp_2: 3 / 7.8
ha_1: 2 / 2.5
inv_1: 1 / 0.37
mux2_1: 3 / 3.4
mux2_2: 5 / 5.6
mux2_4: 9 / 13
nand2b_1: 3 / 1.9
nand3_2: 1 / 0.99
nand3b_1: 1 / 0.75
nor2_1: 3 / 1.1
nor2b_1: 1 / 0.62
o21bai_1: 1 / 0.75
xor2_1: 1 / 0.87
per-stage QoR:
step                util [%]  cell area (sq um)
floorplan                  -               1010
global placement        18.5               1260
detailed placement      18.5               1260
CTS                     19.6               1340
global route            19.6               1340
finish                  19.6               1340
how the worst max path moves through the flow:
stage / from / to / slack [ps] / cells after the start
final: rx_data_r[5]$_DFFE_PN0P_ / rx_data[5] / 1700 / 1
after global routing: rx_data_r[4]$_DFFE_PN0P_ / rx_data[4] / 1650 / 1
after CTS: rx_data_r[2]$_DFFE_PN0P_ / rx_data[2] / 1680 / 1
routing by layer:
layer  share of wire [%]  global-route usage, %  up-vias
li1                    -                      -      248
met1                  48                   4.73      274
met2                  44                   5.05       16
met3                 7.8                   1.57        0
met4                   0                 0.0994        0
met5                   0                      0        -
area by class of cell:
type / instances / area [sq um] / share of cell area (%)
timing repair buffer: 14 / 138 / 10.3
clock inverter: 1 / 30.0 / 2.25
tap: 96 / 120 / 8.99
sequential: 26 / 654 / 49.0
inverter: 1 / 3.75 / 0.281
clock buffer: 3 / 41.3 / 3.09
multi-input combinational: 33 / 349 / 26.1
power groups by stage:
stage / logic, mW / registers, mW / clock network [mW]
4_1_cts: 0.0156 / 0.306 / 0.248
5_1_grt: 0.0171 / 0.307 / 0.259
6_report: 0.0148 / 0.306 / 0.240
cells by family (layout without fill, tap and decap cells):
family                   after synthesis  count (layout)  synth area share (%)
adder cells (fa/ha/maj)                2               2                  2.48
flip-flops                            26              26                  65.0
AND-OR/OR-AND                          4               4                  3.60
multiplexers                          17              17                  22.4
XOR/XNOR                               1               1                 0.870
AND/OR/NAND/NOR                        9               9                  5.34
buffers and inverters                  1              19                 0.372
Power and IR drop assume default switching activity.
